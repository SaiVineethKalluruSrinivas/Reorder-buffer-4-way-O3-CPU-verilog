**design/flow/config.mk**
```make
export PLATFORM = sky130hd
export DESIGN_NAME = rob
export DESIGN_NICKNAME = rob
export VERILOG_FILES = /design/flow/design.v
export SDC_FILE = /design/flow/constraint.sdc
export NUM_CORES = 4
export LEC_CHECK = 1
export CORE_UTILIZATION = 40
export SYNTH_HDL_FRONTEND = slang
```
**design/flow/constraint.sdc**
```tcl
current_design rob

set clk_period 48.3
set clk_io_pct 0.2

create_clock -name clk0 -period $clk_period [get_ports {clk}]

set non_clock_inputs [all_inputs -no_clocks]
set_input_delay [expr $clk_period * $clk_io_pct] -clock clk0 $non_clock_inputs
set_output_delay [expr $clk_period * $clk_io_pct] -clock clk0 [all_outputs]
```
**design/flow/design.v**
```verilog
`timescale 1ns / 1ps
module rob(
    input clk,
    input reset,
    input logic [3:0] inserted,
    input logic [4:0] archReg0,
    input logic [7:0] physReg0,
    input logic [10:0] opcode0,
    input logic [4:0] archReg1,
    input logic [7:0] physReg1,
    input logic [10:0] opcode1,
    input logic [4:0] archReg2,
    input logic [7:0] physReg2,
    input logic [10:0] opcode2,
    input logic [4:0] archReg3,
    input logic [7:0] physReg3,
    input logic [10:0] opcode3,
    input logic flushInst,
    input logic [6:0] flushIndex,
    input logic exception,
    input logic [6:0] exceptionIndex,
    input logic [3:0] executed,
    input logic [6:0] executedIndex0,
    input logic [6:0] executedIndex1,
    input logic [6:0] executedIndex2,
    input logic [6:0] executedIndex3,
    output logic [2:0] numCommited,
    output logic full
);
    logic [26:0] Q[127:0];
    logic [6:0] head;
    logic [6:0] head_next;
    logic [6:0] tail;
    logic [6:0] tail_next;
    logic [6:0] sum_head;
    logic [6:0] sum_tail;
    logic [26:0] inserted_0_reg;
    logic [26:0] inserted_1_reg;
    logic [26:0] inserted_2_reg;
    logic [26:0] inserted_3_reg;
    logic executed_0_reg;
    logic executed_1_reg;
    logic executed_2_reg;
    logic executed_3_reg;
    logic flushbit;
    logic exceptionbit;
    logic [3:0] executedCommitTime;    
    logic [3:0] validCommitTime;
    logic [3:0] exceptionCommitTime;
    logic full_reg;
    logic [6:0] full_count;
    logic [2:0] insert_amount;
    assign full = full_reg;
    assign insert_amount = (full_reg) ? 0:({2'b0, inserted[0]} + {2'b0, inserted[1]} + {2'b0, inserted[2]} + {2'b0, inserted[3]});
    assign tail_next = (full_reg) ? tail:(tail + insert_amount);
    assign full_reg = (full_count > 125);
    assign flushbit = (flushInst) ? 1'b0 : Q[flushIndex][0];
    assign exceptionbit = (exception) ? 1'b1 : Q[exceptionIndex][1];
    assign executedCommitTime = {Q[head+3][2], Q[head+2][2], Q[head+1][2], Q[head+0][2]};
    assign validCommitTime = {Q[head+3][0], Q[head+2][0], Q[head+1][0], Q[head+0][0]};
    assign exceptionCommitTime = {Q[head+3][1], Q[head+2][1], Q[head+1][1], Q[head+0][1]};
    assign inserted_0_reg = (full_reg) ? Q[tail]:{archReg0, physReg0, opcode0, 1'b0, 1'b0, 1'b1}; 
    assign inserted_1_reg = (full_reg) ? Q[tail+1]:{archReg1, physReg1, opcode1, 1'b0, 1'b0, 1'b1}; 
    assign inserted_2_reg = (full_reg) ? Q[tail+2]:{archReg2, physReg2, opcode2, 1'b0, 1'b0, 1'b1};      
    assign inserted_3_reg = (full_reg) ? Q[tail+3]:{archReg3, physReg3, opcode3, 1'b0, 1'b0, 1'b1}; 
    assign executed_0_reg = (executed[0]) ? 1'b1 : Q[executedIndex0][2];
    assign executed_1_reg = (executed[1]) ? 1'b1 : Q[executedIndex1][2];    
    assign executed_2_reg = (executed[2]) ? 1'b1 : Q[executedIndex2][2];
    assign executed_3_reg = (executed[3]) ? 1'b1 : Q[executedIndex3][2];
    always_comb begin
        casex (executedCommitTime)
            4'bxxx0:begin
            head_next = head + 0;
            numCommited = 0;
            end
            4'bxx01: begin
            head_next = head + 1;
            numCommited = {2'b0,validCommitTime[0] & (~exceptionCommitTime[0])};
            end
            4'bx011:begin
            head_next = head + 2;
            numCommited = {2'b0,validCommitTime[0] & (~exceptionCommitTime[0])} + {2'b0,validCommitTime[1] & (~exceptionCommitTime[1])}; 
            end
            4'b0111:begin
            head_next = head + 3;
            numCommited = {2'b0,validCommitTime[0] & (~exceptionCommitTime[0])} + {2'b0,validCommitTime[1] & (~exceptionCommitTime[1])} + {2'b0,validCommitTime[2] & (~exceptionCommitTime[2])};   
            end
            4'b1111:begin
            head_next = head + 4;            
            numCommited = {2'b0,validCommitTime[0] & (~exceptionCommitTime[0])} + {2'b0,validCommitTime[1] & (~exceptionCommitTime[1])} + {2'b0,validCommitTime[2] & (~exceptionCommitTime[2])} + {2'b0,validCommitTime[3] & (~exceptionCommitTime[3])};    
            end
            default:begin            
            head_next = head + 0;
            numCommited = 0;
            end
        endcase
    end
    always_ff @ (posedge clk) begin
        if(~reset) begin
           Q <= {27'b0, 27'b0, 27'b0, 27'b0, 27'b0 ,27'b0 ,27'b0, 27'b0, 27'b0, 27'b0, 27'b0, 27'b0, 27'b0 ,27'b0 ,27'b0, 27'b0, 27'b0, 27'b0, 27'b0, 27'b0, 27'b0 ,27'b0 ,27'b0, 27'b0, 27'b0, 27'b0, 27'b0, 27'b0, 27'b0 ,27'b0 ,27'b0, 27'b0, 27'b0, 27'b0, 27'b0, 27'b0, 27'b0 ,27'b0 ,27'b0, 27'b0, 27'b0, 27'b0, 27'b0, 27'b0, 27'b0 ,27'b0 ,27'b0, 27'b0, 27'b0, 27'b0, 27'b0, 27'b0, 27'b0 ,27'b0 ,27'b0, 27'b0, 27'b0, 27'b0, 27'b0, 27'b0, 27'b0 ,27'b0 ,27'b0, 27'b0, 
                27'b0, 27'b0, 27'b0, 27'b0, 27'b0 ,27'b0 ,27'b0, 27'b0, 27'b0, 27'b0, 27'b0, 27'b0, 27'b0 ,27'b0 ,27'b0, 27'b0, 27'b0, 27'b0, 27'b0, 27'b0, 27'b0 ,27'b0 ,27'b0, 27'b0, 27'b0, 27'b0, 27'b0, 27'b0, 27'b0 ,27'b0 ,27'b0, 27'b0, 27'b0, 27'b0, 27'b0, 27'b0, 27'b0 ,27'b0 ,27'b0, 27'b0, 27'b0, 27'b0, 27'b0, 27'b0, 27'b0 ,27'b0 ,27'b0, 27'b0, 27'b0, 27'b0, 27'b0, 27'b0, 27'b0 ,27'b0 ,27'b0, 27'b0, 27'b0, 27'b0, 27'b0, 27'b0, 27'b0 ,27'b0 ,27'b0, 27'b0}; 
           head <= 0;
           tail <= 0;
           full_count <= 0;
        end
        else begin
            full_count <= full_count + insert_amount - numCommited;
            Q[tail+0] <= inserted_0_reg;
            Q[tail+1] <= inserted_1_reg;
            Q[tail+2] <= inserted_2_reg;
            Q[tail+3] <= inserted_3_reg;
            tail <= tail_next;   
            Q[flushIndex][0] <= flushbit;
            Q[exceptionIndex][1] <= exceptionbit;
            Q[executedIndex0][2] <= executed_0_reg;
            Q[executedIndex1][2] <= executed_1_reg;
            Q[executedIndex2][2] <= executed_2_reg;
            Q[executedIndex3][2] <= executed_3_reg;
            head <= head_next;
        end
    end
endmodule : rob
```
**design/flow/run.sh**
```bash
#!/bin/bash
# OpenROAD 26Q1-2900-gdf79404cd8, Yosys 0.63+post, stock flow scripts
make -C /OpenROAD-flow-scripts/flow DESIGN_CONFIG=/design/flow/config.mk WORK_HOME=/design/flow/orfs finish
```
==> run notes <==
yosys + openroad results -> Overflow after GRT=125, first-pass GRT wire length=984000 um, Error=[ERROR GRT-0116] Global routing finished with congestion. Check the congestion regions in the DRC Viewer., Synth top cell by count=nand2_1, Stop stage=global routing (5_1_grt), register share after synthesis=11.3%, die extent in y=425 um, # Cells Yosys=9780, Post-synth area hogs=mux4_2 (18%), dfxtp_1 (11%), nand2_1 (7.4%), Yosys Chip Area=71600 um^2, Yosys warning count=0, post-cts repair resize count=0, CTS Buf Count=68, status=did not finish, commonest cells in the netlist=nand2_1 (1414), nor2_1 (1089), o21ai_0 (688), clkbuf_1 (648), mux4_2 (572), FP Core Util=40.5%, Post-CTS Setup Bufs=0, Global Route Usage Sum=81.8%, post-synth top area cell=mux4_2, H-tree depth=3, Netlist Area Pre-Place=71600 um^2, synthesized instance count=9780, Syn Area/Cell=7.32 um^2, Most used DFF post-synth=dfxtp_1, hold-fix buffers at CTS=0, # placed instances=12000, clk buf depth=3, number of port buffers=57, Die W=425 um, vias in the first global route=106000, CTS Sinks=405, largest net degree at the start of global routing=85, Rows=154, HPWL after DPL=489000 um, Synthesized registers=405, Post-synth ARST share=0%, routability cong.=1.31, root buffer cell=clkbuf_16, pre-CTS WS=31.60 ns, number of enable flip-flop cells=0, Yosys cell types=103, Ports=154, post-synth top area share=18.0%
[metrics by stage]
| step | hold slack (ns) | area [um^2] |
|---|---|---|
| 2_1_floorplan | 0.558 | 71600 |
| 4_1_cts | 0.545 | 80300 |
| 3_5_place_dp | 0.538 | 77900 |
| 3_3_place_gp | 0.527 | 77900 |
[cells by family after synthesis]
logic type      Yosys count  share of synthesized area, %
compound gates         3230                          31.4
xor+xnor                 39                         0.561
fa+ha+maj                38                         0.737
buf+inv                1135                          6.65
flops                   405                          11.3
mux                    1007                          24.3
simple gates           3926                          25.1
[routing by layer]
metal,GRT overflow,GRT usage [%]
met4,58,72.9
met2,58,90.7
met3,4,75.3
met5,1,64.8
met1,4,83.5
